===== ./run.sh =====
#!/bin/bash
# OpenROAD 26Q1-2900-gdf79404cd8, Yosys 0.63+post, stock flow scripts
make -C /OpenROAD-flow-scripts/flow DESIGN_CONFIG=/design/flow/config.mk WORK_HOME=/design/flow/orfs finish

===== ./constraint.sdc =====
current_design fixPos

set clk_period 3.5
set clk_io_pct 0.2

create_clock -name clk0 -period $clk_period

set non_clock_inputs [all_inputs -no_clocks]
set_input_delay [expr $clk_period * $clk_io_pct] -clock clk0 $non_clock_inputs
set_output_delay [expr $clk_period * $clk_io_pct] -clock clk0 [all_outputs]

===== ./design.v =====
module fixPos #(parameter
    LIST_LENGTH=180
    )
    (
    input [3:0]level,	
    output reg[LIST_LENGTH-1:0]pos_list
);
reg [LIST_LENGTH*10-1:0]list_store={
     10'd0,		10'd0,		10'd74,		10'd74,		10'd74,		10'd42,		10'd42,		10'd106,	10'd106,	       
     10'd0,		10'd288,	10'd144,	10'd112,	10'd176,	10'd128,	10'd160,	10'd128,	10'd160,	   
     10'd148,	10'd0,		10'd0,		10'd0,		10'd0,		10'd148,	10'd148,	10'd148,	10'd50,	       
     10'd0,		10'd288,	10'd0,		10'd72,		10'd144,	10'd144,	10'd216,	10'd288,	10'd0,	   
     10'd74,	10'd25,		10'd25,		10'd75,		10'd75,		10'd105,	10'd105,	10'd120,	10'd120,	       
     10'd144,	10'd100,	10'd188,	10'd64,		10'd224,	10'd96,		10'd192,	10'd126,	10'd162,	   
     10'd0,		10'd0,		10'd148,	10'd148,	10'd0,		10'd74,		10'd148,	10'd0,		10'd0,	       
     10'd0,		10'd288,	10'd0,		10'd288,	10'd144,	10'd144,	10'd144,	10'd72,		10'd216,	   
     10'd74,	10'd74,		10'd74,		10'd42,		10'd106,	10'd0,		10'd148,	10'd0,		10'd148,	       
     10'd50,	10'd238,	10'd206,	10'd222,	10'd222,	10'd0,		10'd0,		10'd288,	10'd288,	   
     10'd118,	10'd30,		10'd74,		10'd74,		10'd74,		10'd74,		10'd74,		10'd74,		10'd0,	       
     10'd228,	10'd60,		10'd0,		10'd57,		10'd114,	10'd171,	10'd228,	10'd285,	10'd0,	 	  
     10'd0,		10'd95,		10'd148,	10'd148,	10'd119,	10'd90,		10'd60,		10'd30,		10'd0,	       
     10'd0,		10'd230,	10'd288,	10'd0,		10'd57,		10'd114,	10'd171,	10'd228,	10'd285,	   
     10'd20,	10'd148,	10'd84,		10'd20,		10'd148,	10'd84,		10'd20,		10'd148,	10'd84,	       
     10'd160,	10'd288,	10'd288,	10'd288,	10'd224,	10'd224,	10'd224,	10'd160,	10'd160,	   
     10'd140,	10'd100,	10'd100,	10'd100,	10'd128,	10'd128,	10'd72,		10'd50,		10'd0,	       
     10'd20,	10'd220,	10'd252,	10'd188,	10'd204,	10'd236,	10'd204,	10'd288,	10'd220,	   
     10'd32,	10'd100,	10'd32,		10'd32,		10'd60,		10'd60,		10'd4,		10'd0,		10'd148,	       
     10'd64,	10'd200,	10'd32,		10'd96,		10'd48,		10'd80,		10'd80,		10'd0,		10'd32	   
 };
always @(*) begin
	case(level)
		4'h0:pos_list=list_store[10*LIST_LENGTH-1:9*LIST_LENGTH];
		4'h1:pos_list=list_store[9*LIST_LENGTH-1:8*LIST_LENGTH];
		4'h2:pos_list=list_store[8*LIST_LENGTH-1:7*LIST_LENGTH];
		4'h3:pos_list=list_store[7*LIST_LENGTH-1:6*LIST_LENGTH];
		4'h4:pos_list=list_store[6*LIST_LENGTH-1:5*LIST_LENGTH];
		4'h5:pos_list=list_store[5*LIST_LENGTH-1:4*LIST_LENGTH];
		4'h6:pos_list=list_store[4*LIST_LENGTH-1:3*LIST_LENGTH];
		4'h7:pos_list=list_store[3*LIST_LENGTH-1:2*LIST_LENGTH];
		4'h8:pos_list=list_store[2*LIST_LENGTH-1:1*LIST_LENGTH];
		4'h9:pos_list=list_store[1*LIST_LENGTH-1:0*LIST_LENGTH];
		default:pos_list=0;
	endcase
end
endmodule

===== ./config.mk =====
export PLATFORM = sky130hd
export DESIGN_NAME = fixPos
export DESIGN_NICKNAME = fixPos
export VERILOG_FILES = /design/flow/design.v
export SDC_FILE = /design/flow/constraint.sdc
export NUM_CORES = 4
export LEC_CHECK = 1
export CORE_AREA = 10 10 92 92
export DIE_AREA = 0 0 102 102

==> flow_summary.json <==
{
  "ff_count": 0,
  "period_needed_ns": 3.40,
  "xor_area_share_pct": 0.545,
  "coreArea_um2": 6460,
  "post_cts_resized": 0,
  "whs_path_depth": 4,
  "status": "finished, final reports clean",
  "slowest_stage": "clkdlybuf4s50_1",
  "synth_area_um2": 1610,
  "worstPathCellList": "clkdlybuf4s50_1 -> buf_4 -> or3_1 -> o21ai_1 -> a211o_1 -> clkdlybuf4s50_1",
  "grt.total_usage_pct": 13.4,
  "gp_congestion": 0.868,
  "timing.final.max_slew_violations": 0,
  "yosys_cells": 269,
  "ir_drop_v": 0.0000478,
  "setup_viol": 0,
  "common_cells": "buf_4, nand2_1, a21oi_1",
  "final_util_pct": 42.4,
  "period_used_pct": 97.2,
  "crit_required_ns": 2.80,
  "fp_util_pct": 24.9,
  "critPathLaunchType": "primary input",
  "cp.arrival_ns": 2.70,
  "grt_pass1_vias": 1988,
  "dr_total_vias": 1959,
  "top_cell_area_share_pct": 35.5,
  "grt.met3_usage_pct": 6.27,
  "io_pins": 184,
  "antenna_found_initial": 0,
  "swShare_pct": 37.1,
  "drtIter0Drc": 75,
  "max_cap_violations": 0,
  "pwr-share-seq_pct": 0,
  "warnings": 33,
  "placementRows": 29,
  "holdBufCountCts": 0,
  "synth_cell_types": 44,
  "yosysWarningCount": 1,
  "synthTopLogicFamily": "buffers and inverters",
  "p_leak_nw": 1.24,
  "dp_hpwl_um": 6710,
  "yosys.area.top_type": "buf_4",
  "syn2layout_area_growth_pct": 70.6,
  "flop_area_um2": 0,
  "top_usage_layer": "met2",
  "critPathKind": "primary input to output pin",
  "fillers": 681,
  "routed_via_density": 4.40,
  "num_antenna_cells": 0,
  "syn_inst": 269,
  "cpPeakStageDelay_ns": 0.52,
  "io_buffers": 146,
  "drt_wl_total_um": 7920,
  "synth.avg_cell_area_um2": 5.97,
  "dieHeight_um": 102,
  "num-clock-buffers": 0,
  "topCellsByArea": "buf_4, a21oi_1, nand2_1, nor2_1, nand2b_1",
  "fmax_mhz": 294,
  "powerDensity_nw_per_um2": 117,
  "mux_share_pct": 1.25,
  "pwr-share-clk_pct": 0,
  "grt_max_degree": 34,
  "chipArea_um2": 10400,
  "grt_pass1_wl_um": 11200,
  "critPathCaptureType": "output pin",
  "p_switching_mw": 0.119,
  "ys_area_um2": 1610,
  "pwr-share-comb_pct": 100.0,
  "finalHoldViolations": 0,
  "first_pass_iters": 4,
  "avgRoutedWirePerCell_um": 17.8,
  "cpMostUsedCell": "clkdlybuf4s50_1",
  "p_int_mw": 0.202,
  "overflow": 0,
  "power_mw": 0.321,
  "top_cell": "buf_4",
  "postCtsSetupBuffers": 0,
  "grtUsageMet2_pct": 24.3,
  "hp-class": "primary input to output pin",
  "yosys.area_share.adder_pct": 0,
  "met1_usage_pct": 14.8,
  "rsz0062_at_grt": "true",
  "route.detailed.drc": 0,
  "layout-drive-gt1-share_pct": 7.07,
  "compound_area_share_pct": 22.8,
  "simple_gate_share_pct": 29.6,
  "die_w_um": 102,
  "worstPathMaxFanout": 7,
  "seq_area_frac_synth_pct": 0,
  "ant_nets": 0
}
layout by cell type (no fill, tap or decap), drive strengths merged, types with 5 or more instances in the layout:
cell and n:
clkdlybuf4s50 144, conb 38, nand2 27, nor2 25, a21oi 25, buf 18
o21ai 15, nand2b 14, inv 10, nor2b 5, or2 5
final cells by class:
class	count	area (um^2)	share of cell area, %
Multi-Input combinational cell	196	1020	37.3
Timing Repair Buffer	162	1580	57.8
Inverter	10	37.5	1.37
Tap cell	77	96.3	3.52
per-stage QoR:
stage	setup WS (ns)	TNS, ns	hold WS, ns	std cells	cell area, um^2
after floorplan	1.16	0	1.55	306	1750
after global placement	0.0733	0	2.17	445	2730
after detailed placement	0.111	0	2.17	445	2730
after CTS	0.0981	0	2.17	445	2730
after global routing	-0.0386	-0.112	2.21	445	2740
final	0.0985	0	2.16	445	2740
kinds of logic after synthesis:
logic type,after synthesis
compound gates,60
xor+xnor,1
buf+inv,110
mux,2
other cells,1
simple gates,95
final timing paths:
| kind | from | endpoint | slack (ns) |
|---|---|---|---|
| min | level[3] | pos_list[97] | 2.16 |
| max | level[2] | pos_list[123] | 0.1 |
metal layers:
metal | share of wire, % | vias up | routed length, um
li1 | - | 956 | -
met1 | 37 | 903 | 2960
met2 | 49 | 100 | 3860
met3 | 14 | 0 | 1100
met4 | 0 | 0 | 0
met5 | 0 | - | 0
power groups by stage:
stage | sequential [mW] | combinational (mW) | clock, mW
4_1_cts | 0 | 0.329 | 0
5_1_grt | 0 | 0.354 | 0
6_report | 0 | 0.321 | 0
worst max-delay path, delay by kind of cell:
| family | cells | cell delay (ns) |
|---|---|---|
| buffers and inverters | 3 | 1.22 |
| and+or+nand+nor | 1 | 0.43 |
| AOI/OAI and AO/OA | 2 | 0.35 |
No activity file was given, so power comes from the tool's default toggle rates.
