`design/flow/design.v`:
```
module sram #(parameter ADDR_WIDTH=8, DATA_WIDTH=8, DEPTH=256, MEMFILE="") (
    input wire i_clk,
    input wire [ADDR_WIDTH-1:0] i_addr, 
    input wire i_write,
    input wire [DATA_WIDTH-1:0] i_data,
    output reg [DATA_WIDTH-1:0] o_data 
    );
    reg [DATA_WIDTH-1:0] memory_array [0:DEPTH-1]; 
    initial begin
        if (MEMFILE > 0)
        begin
            $display("Loading memory init file '" + MEMFILE + "' into array.");
            $readmemh(MEMFILE, memory_array);
        end
    end
    always @ (posedge i_clk)
    begin
        if(i_write) begin
            memory_array[i_addr] <= i_data;
        end
        else begin
            o_data <= memory_array[i_addr];
        end     
    end
endmodule
```
`design/flow/run.sh`:
```
#!/bin/bash
# OpenROAD 26Q1-2900-gdf79404cd8, Yosys 0.63+post, stock flow scripts
make -C /OpenROAD-flow-scripts/flow DESIGN_CONFIG=/design/flow/config.mk WORK_HOME=/design/flow/orfs finish
```
`design/flow/config.mk`:
```
export PLATFORM = sky130hd
export DESIGN_NAME = sram
export DESIGN_NICKNAME = sram
export VERILOG_FILES = /design/flow/design.v
export SDC_FILE = /design/flow/constraint.sdc
export NUM_CORES = 4
export LEC_CHECK = 1
export CORE_UTILIZATION = 50
```
`design/flow/constraint.sdc`:
```
current_design sram

set clk_period 8.9
set clk_io_pct 0.2

create_clock -name clk0 -period $clk_period [get_ports {i_clk}]

set non_clock_inputs [all_inputs -no_clocks]
set_input_delay [expr $clk_period * $clk_io_pct] -clock clk0 $non_clock_inputs
set_output_delay [expr $clk_period * $clk_io_pct] -clock clk0 [all_outputs]
```
==> Slide: Implementation Results <==
Implementation Results

Run status
  – Outcome: complete, but fails checks
  – Failing checks: capacitance limit, slew limit

Worst setup path
  – Crit path max-delay cell type: o41ai_1
  – Crit path max fanout: 62
  – Crit path launch type: primary input
  – Worst-path cell chain: buf_8 > buf_4 > buf_4 > mux4_2 > a22oi_1 > a21oi_1 > o41ai_1 > nand4_1
  – Worst-case reg-to-reg path depth: 5
  – Critical path class: primary input to register
  – Worst r2r src: memory_array[219][6]
  – CP endpoint kind: register
  – Reg2reg end: o_data[6]
  – Worst EP arrival: 6.16 ns
  – Flop-to-flop setup slack: 5.58 ns
  – CP dominant cell by count: buf_4
  – Required @ worst endpoint: 9.41 ns
  – Slowest stage delay, CP: 1.36 ns

Clock network
  – Latency at later pin: 0.83 ns
  – Hold_buf cts: 0
  – H-Tree Depth: 4
  – Total CTS buffers: 202
  – Max Buffers Root-to-Sink: 3
  – Post-CTS Resized: 0
  – Clock tree from TritonCTS: built
  – Post-CTS setup buffer count: 0
  – CTS root buf: clkbuf_16
  – Clock sinks: 2056
  – Clock transition at path regs: 0.06 ns

Logic synthesis
  – Post-synth top area cell: edfxtp_1
  – Syn Inst Count: 3545
  – Main logic family after synthesis: multiplexers
  – Mapped Area: 78500 um2
  – Simple Share, Synth: 0.0173
  – Register bit total from synthesis: 2056
  – Main flop type: edfxtp_1
  – Chip Area, Yosys: 78500 um2
  – Ys async rst share: 0
  – Yosys adder share: 0
  – Top cells, area: edfxtp_1 (79%), mux4_2 (15%), a22oi_1 (2.4%), nor2_1 (1.1%), a21oi_1 (0.82%)
  – Area leader share: 0.786
  – Yosys Instances: 3545
  – Yosys Warn Count: 1
  – AO/OA Area Share: 0.0362
  – Avg Cell Area, Syn: 22.2 um2
  – Synth cell types: 20
  – Mux area share: 0.147
  – Post-synthesis sequential area ratio: 0.786
  – Post-synth EDFFs: 2056
  – Xor/xnor share: 0

Final layout
  – Most frequent cells in the layout: edfxtp_1 (2056), mux4_2 (512), a22oi_1 (256), nor2_1 (232), clkbuf_16 (206)
  – Top cell excl fill/tap: edfxtp_1
  – Non-filler cells, final: 5918
  – Fillers: 11032
  – Area delta synth->final: 12.2%
  – FF/Latch Area: 61700 um2
  – Logic cell area: 15800 um2
  – Share of cells above drive strength 1: 0.252

Drt
  – Drt drc: 0
  – Routed wire length: 191000 um
  – Post-route antenna net violation count: 0
  – Vias: 37139
  – DRT iter0 DRCs: 2217
  – Wirelength per Cell: 32.3 um
  – Pre-Repair DR Iteration Count: 5
  – Via density: 6.28

STA
  – Setup total negative slack: 0 ns
  – Layout Skew: 0.0692 ns
  – Final Hold Viols: 0
  – Slew margin rel.: -0.0900
  – Finish-stage setup viols: 0
  – Unrepaired setup endpoints after global routing: false
  – Max Clk Rate: 177 MHz
  – Final Max Slew Viols: 4
  – Final worst slack: 3.25 ns
  – Worst-margin pin slew: 1.61 ns
  – Minimum clock period after layout: 5.65 ns
  – Tcrit/Tclk final: 0.635

Die
  – Die area: 159000 um2
  – FP Rows: 145
  – Core Util at FP: 0.503
  – Die W: 398 um
  – Area of the core: 156000 um2
  – Chip Height: 398 um
  – IO Pins: 26

Global route
  – Initial antenna violation count: 4
  – Gr ovfl total: 0
  – All-Layer GR Usage: 0.281
  – Largest net degree at the start of global routing: 91
  – First-pass GRT wire length: 280000 um
  – Vias in the first global route: 42186

Flow run
  – Maxcap violations: 2
  – OpenROAD warnings: 26

Placement
  – Dpl hpwl: 115000 um
  – Worst slack, placed: 2.54 ns
  – Port buffer count: 25
  – Placed insts: 5554
  – GPL Wtd Cong: 0.917

Hold path
  – Worst Hold Class: register to register
  – Min-delay src: memory_array[21][6]
  – Hold-critical path endpoint: o_data[6]
  – Hold-critical path depth: 6

Power and ir drop
  – Power Density: 226 nW/um2
  – Peak VDD IR: 0.215 mV
  – Leakage: 0.0267 uW
-- report_power, final --
part	internal, uW	total [uW]	switching (uW)
combinational	303	885	582
sequential	10700	10700	12.3
clock	4800	8300	3500
total	15800	19900	4100
-- kinds of logic after synthesis --
| group | count (synthesis) |
|---|---|
| AOI/OAI and AO/OA | 416 |
| muxes | 512 |
| DFF | 2056 |
| and+or+nand+nor | 330 |
| buffers and inverters | 231 |
-- metrics by stage --
step,hold slack (ns),total power (uW),instance area [um2],utilization
finish,1.11,19900,88100,0.565
global placement,1.14,11800,81600,0.523
floorplan,0.896,11400,78500,-
detailed placement,1.12,11800,81600,0.523
CTS,1.14,20000,88100,0.565
global route,1.18,20500,88100,0.565
-- critical path: cells and delay by family --
family / cells / cell delay [ns]
and+or+nand+nor: 1 / 0.15
buffers and inverters: 3 / 1.76
muxes: 1 / 0.43
AOI/OAI and AO/OA: 3 / 1.90
-- per-layer routing --
layer  vias to the layer above  GRT usage  routed length [um]  part of all wire
li1                      15408          -                   -                 -
met1                     18845      0.358               59900              0.31
met2                      2501      0.391               89800              0.47
met3                       367      0.230               34900              0.18
met4                        18     0.0706                6190             0.032
met5                         -     0.0221                 461            0.0024
-- cells in the mapped netlist, drive strengths merged, types with 8 or more instances --
| cell type | instances |
|---|---|
| nor3 | 27 |
| o41ai | 32 |
| nand3 | 17 |
| nor2 | 234 |
| mux4 | 512 |
| a21oi | 128 |
| edfxtp | 2056 |
| nand4 | 9 |
| clkbuf | 140 |
| a22oi | 256 |
| nor2b | 8 |
| buf | 90 |
| nand2 | 25 |
-- layout make-up --
class                           instances  area share
Clock buffer                          242      0.0600
Sequential cell                      2056       0.701
Tap cell                             2058      0.0292
Inverter                                1   0.0000426
Antenna cell                            2   0.0000568
Clock inverter                        120      0.0135
Timing Repair Buffer                  181      0.0171
Multi-Input combinational cell       1258       0.179
-- registers in the layout (all words and copies together), names as in the netlist --
name          flops
o_data            8
memory_array   2048
-- how the worst max path moves through the flow --
stage,start,to,slack (ns),depth (start not counted)
6_report,i_addr[1],o_data[6],3.25,8
5_1_grt,i_addr[0],o_data[3],3.25,8
4_1_cts,i_addr[1],o_data[6],3.43,8
Power is estimated from default activity; no workload was simulated.
